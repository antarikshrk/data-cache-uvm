==> design.v <==
package cache_pkg;
    parameter int INDEX_COUNT = 256;
    parameter int DATA_WIDTH = 32;
    parameter int TAG_WIDTH = 20;
    typedef enum logic{
        LW = 1'b0,  
        SW = 1'b1  
    } lsu_ops;
endpackage
import cache_pkg::*;
module cache_controller #(
    parameter index_count,
    parameter data, 
    parameter tag
)(
    input wire clk,
    input wire rst,
    input wire [31:0] address,  
    input lsu_ops lsu_operator,  
    input wire mem_enable,  
    input wire [data-1:0] write_data,  
    input logic mem_ready,  
    input logic [data-1:0] dram_data_input,  
    input logic [tag - 1:0] cache_tag,  
    input logic cache_valid,  
    input logic [data-1:0] cache_data_io,  
    output logic cache_enable,  
    output logic [data+tag:0] write_index,  
    output logic [$clog2(index_count) - 1:0] index_sel,  
    output logic mem_req,  
    output logic [data-1:0] write_data_int,  
    output wire stall,  
    output wire [data-1:0] read_data  
);
data_cache #(
    .index_count(index_count),
    .data(data),
    .tag(tag)
) dcache(
    .clk(clk),
    .rst(rst),
    .cache_enable(cache_enable),
    .write_index(write_index),
    .index_sel(index_sel),
    .rd_wr_sel(lsu_operator),
    .read_data(read_data),
    .cache_tag(cache_tag),
    .cache_valid(cache_valid),
    .cache_data_io(cache_data_io)
);
logic hit_miss;  
logic compare;
logic [31:0] mem_address;
logic stall_reg;
logic [tag-1:0] input_tag;  
logic mem_req_reg;
logic [7:0] index;
assign input_tag = address[tag + data - 1:data];
assign stall = stall_reg;
assign mem_address = address;
assign mem_req = mem_req_reg;
assign index = address[10:3];
assign index_sel = index;
assign compare = (input_tag == cache_tag) ? 1 : 0;  
assign hit_miss = compare && cache_valid;
typedef enum logic [1:0]{
    IDLE = 2'b00,  
    ACCESS = 2'b01,  
    MISS_REPAIR = 2'b10  
} state_t;
state_t current, next;
always_ff @(posedge clk) begin 
    if (rst) begin
        current <= IDLE;
    end else begin
        current <= next;
    end
end
always_ff @(posedge clk) begin
    if (rst) begin
        stall_reg <= 1'd0;  
        mem_req_reg <= 1'd0;
    end else begin
        case(current)
            IDLE: begin
                stall_reg <= 1'd0;
                mem_req_reg <= 1'd0;
            end
            ACCESS: begin 
                stall_reg <= 1'd0;
                mem_req_reg <= 1'd0;
                cache_enable <= 1'b1;  
                if (hit_miss == 1'b1) begin  
                    if (lsu_operator == SW) begin  
                        mem_req_reg <= 1'b1;  
                        write_data_int <= cache_data_io;  
                    end
                end 
            end
            MISS_REPAIR: begin 
                mem_req_reg <= 1'b1;
                stall_reg <= 1'd1;  
                cache_enable <= 1'd1;
                if (mem_req_reg & mem_ready == 1'b1) begin
                    write_index[tag + data] <= 1'b1;  
                    write_index[tag + data - 1:data] <= input_tag;  
                    write_index[data-1:0] <= dram_data_input;  
                    cache_enable <= 1'd0;  
                    mem_req_reg <= 1'b0;  
                end
            end
        endcase
    end
end
always_comb begin
    next = current;
    case(current)
        IDLE: begin
            if (mem_enable) begin  
                next = ACCESS;
            end else begin
                next = IDLE;  
            end
        end
        ACCESS: begin
            if (!mem_enable) begin
                next = IDLE;  
            end else begin
                if (hit_miss == 1'b1) begin  
                    next = ACCESS;
                end else if (hit_miss == 1'b0) begin  
                    next = MISS_REPAIR;
                end
            end
        end
        MISS_REPAIR: begin 
            if (!mem_enable) begin
                next = IDLE;  
            end else begin
                if (mem_ready == 1'b1) begin  
                    next = MISS_REPAIR;
                end else if (mem_ready == 1'b0) begin  
                    next = ACCESS;
                end
            end
        end
    endcase
end
endmodule
import cache_pkg::*;
module cache_level_top #(
    parameter INDEX_COUNT = cache_pkg::INDEX_COUNT,
    parameter DATA_WIDTH = cache_pkg::DATA_WIDTH,
    parameter TAG_WIDTH = cache_pkg::TAG_WIDTH
)(
    input wire clk,
    input wire rst,
    input wire [31:0] address,
    input lsu_ops lsu_operator,
    input wire mem_enable,
    input wire [31:0] write_data,
    output wire stall,
    output wire [DATA_WIDTH-1:0] read_data
);
logic mem_req;
logic mem_ready;
logic [DATA_WIDTH-1:0] dram_data_in;  
logic [DATA_WIDTH-1:0] write_data_dram;  
cache_controller #(
    .index_count(INDEX_COUNT),
    .data(DATA_WIDTH),
    .tag(TAG_WIDTH)
) cache_contrl(
    .clk(clk),
    .rst(rst),
    .address(address),
    .lsu_operator(lsu_operator),
    .write_data(write_data),
    .mem_enable(mem_enable),
    .mem_ready(mem_ready),
    .dram_data_input(dram_data_in),
    .mem_req(mem_req),
    .write_data_int(write_data_dram),
    .stall(stall),
    .read_data(read_data)
);
dummy_dram #(
    .data(DATA_WIDTH),
    .tag(TAG_WIDTH)
) dram(
    .clk(clk),
    .rst(rst),
    .address(address),
    .lsu_operator(lsu_operator),
    .mem_req(mem_req),
    .write_data_int(write_data_dram),
    .mem_ready(mem_ready),
    .dram_data_out(dram_data_in)
);
endmodule
import cache_pkg::*;
module data_cache #(
    parameter index_count = 256,
    parameter data, 
    parameter tag
)(
    input wire clk,
    input wire rst,
    input logic cache_enable,  
    input logic [tag + data:0] write_index,  
    input logic [$clog2(index_count) - 1:0] index_sel,  
    input lsu_ops rd_wr_sel,  
    output wire [data - 1:0] read_data,  
    output logic [tag + data - 1: data] cache_tag,  
    output logic [data-1:0] write_data_int,  
    output logic cache_valid,
    output logic [data-1:0] cache_data_io
);
logic [tag+data:0] cache_data[0:index_count-1];  
logic [data - 1:0] read_data_reg;
assign read_data = read_data_reg;  
initial begin
    for (int index = 0; index < index_count; index=index+1)
        cache_data[index] = 0;  
end
integer i;
always_ff @(posedge clk) begin
    if (rst) begin
        for (i = 0; i < index_count; i++)
            cache_data[i][tag+data] <= 1'd0;  
    end else begin
        if (cache_enable) begin
            case(rd_wr_sel)  
                LW: begin
                    read_data_reg <= cache_data[index_sel][data - 1:0];  
                end
                SW: begin
                    cache_data[index_sel][tag + data:0] <= write_index ;  
                end
            endcase
        end
    end
end
assign cache_tag = cache_data[index_sel][tag + data - 1:data];
assign cache_valid = cache_data[index_sel][tag+data];
assign cache_data_io = cache_data[index_sel][data-1:0];
endmodule
import cache_pkg::*;
module dummy_dram #(
    parameter tag, 
    parameter data
)(
    input wire clk,
    input wire rst,
    input wire [31:0] address,  
    input lsu_ops lsu_operator,  
    input logic mem_req,  
    input logic [data-1:0] write_data_int,  
    output logic mem_ready,  
    output logic [data-1:0] dram_data_out  
);
localparam memory_length = 1024;     
logic [31:0] mem_address;
logic [data-1:0] dram_data[0:memory_length-1];  
initial begin
    for (int addr = 0; addr < memory_length; addr++)
        dram_data[addr] = {16'hDEAD, addr[15:0]};  
end
assign mem_ready = mem_req ? 1 : 0;  
assign mem_address = address;
integer i;
always_ff @(posedge clk) begin
    if (rst) begin
        for (i = 0; i < memory_length; i++)
            dram_data[i] <= {16'hDEAD, i[15:0]};  
    end else begin
        if (mem_ready) begin  
            case(lsu_operator)  
                LW: begin
                    dram_data_out <= dram_data[mem_address[9:0]];  
                end
                SW: begin
                    dram_data[mem_address[9:0]] <= write_data_int[data-1:0];  
                end
            endcase
        end
    end
end
endmodule 
==> run.sh <==
#!/bin/bash
# OpenROAD 26Q1-2900-gdf79404cd8, Yosys 0.63+post, stock flow scripts
make -C /OpenROAD-flow-scripts/flow DESIGN_CONFIG=/design/flow/config.mk WORK_HOME=/design/flow/orfs finish
==> config.mk <==
export PLATFORM = sky130hd
export DESIGN_NAME = cache_level_top
export DESIGN_NICKNAME = cache_level_top
export VERILOG_FILES = /design/flow/design.v
export SDC_FILE = /design/flow/constraint.sdc
export NUM_CORES = 4
export LEC_CHECK = 1
export CORE_UTILIZATION = 40
export SYNTH_HDL_FRONTEND = slang
export SYNTH_MEMORY_MAX_BITS = 65536
==> constraint.sdc <==
current_design cache_level_top

set clk_period 23.8
set clk_io_pct 0.2

create_clock -name clk0 -period $clk_period [get_ports {clk}]

set non_clock_inputs [all_inputs -no_clocks]
set_input_delay [expr $clk_period * $clk_io_pct] -clock clk0 $non_clock_inputs
set_output_delay [expr $clk_period * $clk_io_pct] -clock clk0 [all_outputs]
==> flow_summary.yaml <==
# yosys + openroad results
floorplanning:
  chip_area_um2: 273000
  die-height_um: 522
  pin_count: 101
  core_area_um2: 269000
  fp_util: 0.403
  rows: 190
  die_w_um: 522
clocking:
  cts_resized: 0
  clock-root-buffer: "clkbuf_16"
  clock_latency_ps: 950
  clock-sinks: 2853
  cts_setup_buffers: 0
  cts.clk_slew.worst_paths_ps: 60
  clock_path_buffers: 4
  numCtsBuffers: 306
  cts_tree: "built"
  h-tree-depth: 5
  cts_hold_buf: 0
final_layout:
  fillerInstances: 21700
  area_delta_synth_final_pct: 15.7
  largest_register_ffs: 2816
  drive_above_1_share: 0.270
route:
  first_pass_iters: 7
  drt_iter0_markers: 3240
  drt-total-wl_mm: 260
  routed_via_density: 5.54
  wl_per_cell_um: 28.0
  ant_nets: 0
  route.detailed.drc: 0
  vias: 51400
critical_path:
  endpoint_kind: "register"
  cp_max_fo: 55
  worst-setup-path-type: "input port to register"
  cp.arrival_ps: 9980
  cp-start-kind: "input port"
  cp.required_ps: 24430
min_path:
  hold_class: "register to register"
synth:
  syn_area_per_cell_um2: 22.6
  yosysWarnings: 0
  postSynthSeqShare: 0.791
  enable_flop_cells: 2848
  ff_type: "edfxtp_1"
  top_cells_by_count: "edfxtp_1 (2848), mux4_2 (704), a22oi_1 (352)"
  top_cell_area_share: 0.790
  yosys-top-cells-area: "edfxtp_1 (79%), mux4_2 (15%), a22oi_1 (2.4%)"
  most_common_cell: "edfxtp_1"
  top_area_cell: "edfxtp_1"
  ys_cells: 4802
  synth_cell_types: 27
  synth_flops: 2853
  async_flop_share: 0
  synth_cells: 4802
  netlist_area_um2: 108000
  ys_area_um2: 108000
sta:
  final-hold-violation-count: 0
  clock-skew-final_ps: 53.1
  layout_worst_path_cycle_share: 0.393
  setup_slack_ps: 14440
  tns_ps: 0
  setup_viol: 0
  slew_viol_final: 0
  grt_setup_unrepaired: "false"
  max_slew_margin: 0.291
  fin_crit_ps: 9360
  max_freq_ghz: 0.107
  holdWs_ps: 414
  worstMarginPinSlew_ps: 1050
global_routing:
  grt_pass1_wl_mm: 381
  first_global_vias: 57100
  grt_max_degree: 141
  grt_overflow: 0
  grt_usage: 0.215
  antenna_found_initial: 9
power:
  ir_worst_vdd_mv: 0.0861
  p_switching_uw: 2050
  power.total_uw: 10300
  swShare: 0.200
  p_per_area_nw_per_um2: 81.8
  combPwrFrac: 0.035
  p_leak_uw: 0.0391
  pwr-share-clk: 0.433
  pwr-share-seq: 0.532
  p_int_uw: 8200
placed_design:
  port_buffers: 36
  dp_hpwl_mm: 153
  place_congestion: 0.871
  pre_cts_ws_ps: 13350
flow_run:
  log.warning_count: 88
  maxCapViolCount: 0
status:
  run_status: "finished, final reports clean"
## kinds of logic after synthesis
| logic type | after synthesis | synth area share |
|---|---|---|
| AND-OR/OR-AND | 576 | 0.0363 |
| other | 2 | 0.0000694 |
| buffers and inverters | 318 | 0.0133 |
| flip-flops | 2853 | 0.791 |
| AND/OR/NAND/NOR | 349 | 0.0132 |
| multiplexers | 704 | 0.146 |
## worst paths after layout
kind / startpoint / to / slack, ps / depth (start not counted)
min reg2reg: dram.dram_data_out[9]$_DFFE_PP_ / cache_contrl.write_index[9]$_DFFE_PP_ / 410 / 0
max: address[3] / cache_contrl.dcache.read_data[30]$_DFFE_PP_ / 14440 / 10
min: dram.dram_data_out[9]$_DFFE_PP_ / cache_contrl.write_index[9]$_DFFE_PP_ / 410 / 0
max reg2reg: cache_contrl.cache_enable$_SDFFCE_PN1P_ / cache_contrl.dcache.cache_data[46][30]$_DFFE_PP_ / 20280 / 7
## power groups by stage
stage	Clock [uW]	Sequential, uW	Combinational, uW
finish	4440	5460	357
global route	4720	5450	383
CTS	4520	5460	362
## final cells by class
class                           count  area, um2  area share
Sequential cell                  2853      85600       0.683
Multi-Input combinational cell   1896      22400       0.179
Clock buffer                      387       8150      0.0651
Tap cell                         3552       4440      0.0355
Timing Repair Buffer              455       3600      0.0288
Clock inverter                    131       1080     0.00859
Antenna cell                        5       12.5   0.0000999
Inverter                            1       3.75   0.0000300
## layout by cell type, fill, tap and decap left out, drive strengths merged
master,synthesis,final
or3b,1,1
clkbuf,173,387
nor2,264,264
a22oi,352,352
nand2b,5,5
or2,4,4
nor3b,5,5
inv,1,4
clkdlybuf4s50,0,34
nand2,34,34
clkinv,0,105
a21oi,180,180
nor3,2,2
nor2b,6,6
buf,144,421
o41ai,44,44
bufinv,0,18
nand3b,1,1
conb,2,267
mux4,704,704
nand4,11,11
nor4,1,1
and2,3,3
dfxtp,5,5
nand3,12,12
clkinvlp,0,5
edfxtp,2848,2848
diode,0,5
## critical path, cell delays in order
cell,delay [ps]
buf_8,460
buf_4,540
buf_4,620
buf_4,540
buf_4,580
mux4_2,610
a22oi_1,410
a21oi_1,220
o41ai_1,990
nand4_1,160
## metal layers
metal	GRT usage	routed length (um)	up-vias
li1	-	-	21700
met1	0.267	85900	26500
met2	0.314	125000	2843
met3	0.152	41100	426
met4	0.0575	8420	12
met5	0.00439	158	-
## metrics by stage
step / cell area, um2 / instances / util
CTS: 125000 / 9275 / 0.466
finish: 125000 / 9280 / 0.466
detailed placement: 116000 / 8757 / 0.432
floorplan: 109000 / 5067 / -
global route: 125000 / 9278 / 0.466
global placement: 116000 / 8757 / 0.432
Power and IR drop assume default switching activity.
